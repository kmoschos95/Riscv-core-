### design.v
`timescale 1ns / 1ps
module flow_control(
input clk,
input rst,
input [31:0] id_instr1,
input [6:0]	 dec_opcode_1,
input [4:0]  dec_srcreg1_num_1,
input [4:0]  dec_srcreg2_num_1,
input [4:0]  dec_dstreg_num_1,
input [31:0] dec_imm_1,
input [5:0]  dec_alucode_1,
input [1:0]  dec_aluop1_type_1,
input [1:0]  dec_aluop2_type_1,
input [31:0] out1,
input [31:0] out2,
input   dec_reg_we_1,
input   dec_is_load_1,
input   dec_is_store_1,
input [31:0] id_instr2,
input [6:0]	 dec_opcode_2,
input [4:0]  dec_srcreg1_num_2,
input [4:0]  dec_srcreg2_num_2,
input [4:0]  dec_dstreg_num_2,
input [31:0] dec_imm_2,
input [5:0]  dec_alucode_2,
input [1:0]  dec_aluop1_type_2,
input [1:0]  dec_aluop2_type_2,
input [31:0] out3,
input [31:0] out4,
input   dec_reg_we_2,
input   dec_is_load_2,
input   dec_is_store_2,
input ex_br_taken,
input [6:0] mem_opcode,
input mem_br_taken,
output reg [31:0] ex_instr,
output reg[6:0] ex_opcode,
output reg[4:0]  ex_srcreg1_num,
output reg[4:0]  ex_srcreg2_num,
output reg[4:0]  ex_dstreg_num,
output reg[31:0] ex_imm,
output reg[5:0]  ex_alucode,
output reg[1:0]  ex_aluop1_type,
output reg[1:0]  ex_aluop2_type,
output reg[31:0] r0_val,
output reg[31:0] r1_val,
output reg   ex_reg_we,
output reg   ex_is_load,
output reg  ex_is_store,
output reg stall
    );
	reg one;
	reg two;
	reg start;
    always @(posedge clk)begin
	if (rst ) begin 
	stall =1 ;
	one =0;
	two =0 ;
	ex_instr=0;
	ex_opcode=dec_opcode_1;
	ex_srcreg1_num=dec_srcreg1_num_1;
	ex_srcreg2_num=dec_srcreg1_num_1;
	ex_dstreg_num=dec_dstreg_num_1;
	ex_imm=dec_imm_1;
	ex_alucode=dec_alucode_1;
	ex_aluop1_type=dec_aluop1_type_1;
	ex_aluop2_type=dec_aluop2_type_1;
	r0_val=out1;
	r1_val=out2;
	ex_reg_we=0;
	ex_is_load=0;
	ex_is_store=0;
	start=1;
	end
	else if (one ==0 && two==0  ) begin 
	one =1;
	two = 1;
	stall=1;
	ex_instr=id_instr1;
	ex_opcode=dec_opcode_1;
	ex_srcreg1_num=dec_srcreg1_num_1;
	ex_srcreg2_num=dec_srcreg1_num_1;
	ex_dstreg_num=dec_dstreg_num_1;
	ex_imm=dec_imm_1;
	ex_alucode=dec_alucode_1;
	ex_aluop1_type=dec_aluop1_type_1;
	ex_aluop2_type=dec_aluop2_type_1;
	r0_val=out1;
	r1_val=out2;
	ex_reg_we=dec_reg_we_1;
	ex_is_load=dec_is_load_1;
	ex_is_store=dec_is_store_1;
	end
	else if (one && two &&   dec_opcode_2!=7'b1100011 && ex_opcode!=7'b1100011 && mem_opcode!=7'b1100011)begin
	one=0;
	stall =0;
	ex_instr=id_instr2;
	ex_opcode=dec_opcode_2;
	ex_srcreg1_num=dec_srcreg1_num_2;
	ex_srcreg2_num=dec_srcreg1_num_2;
	ex_dstreg_num=dec_dstreg_num_2;
	ex_imm=dec_imm_2;
	ex_alucode=dec_alucode_2;
	ex_aluop1_type=dec_aluop1_type_2;
	ex_aluop2_type=dec_aluop2_type_2;
	r0_val=out3;
	r1_val=out4;
	ex_reg_we=dec_reg_we_2;
	ex_is_load=dec_is_load_2;
	ex_is_store=dec_is_store_2;
    end
	else if (one==0 && two  && dec_opcode_2!=7'b1100011 && ex_opcode!=7'b1100011 && mem_opcode!=7'b1100011)begin 
	stall=1;
	one=1;
	two =1;
	ex_instr=id_instr1;
	ex_opcode=dec_opcode_1;
	ex_srcreg1_num=dec_srcreg1_num_1;
	ex_srcreg2_num=dec_srcreg1_num_1;
	ex_dstreg_num=dec_dstreg_num_1;
	ex_imm=dec_imm_1;
	ex_alucode=dec_alucode_1;
	ex_aluop1_type=dec_aluop1_type_1;
	ex_aluop2_type=dec_aluop2_type_1;
	r0_val=out1;
	r1_val=out2;
	ex_reg_we=dec_reg_we_1;
	ex_is_load=dec_is_load_1;
	ex_is_store=dec_is_store_1;
	end
	else if (one==0 && two && dec_opcode_2==7'b1100011)begin
	stall=0;
	one=1;
	two =1;
	ex_instr=id_instr1;
	ex_opcode=dec_opcode_1;
	ex_srcreg1_num=dec_srcreg1_num_1;
	ex_srcreg2_num=dec_srcreg1_num_1;
	ex_dstreg_num=dec_dstreg_num_1;
	ex_imm=dec_imm_1;
	ex_alucode=dec_alucode_1;
	ex_aluop1_type=dec_aluop1_type_1;
	ex_aluop2_type=dec_aluop2_type_1;
	r0_val=out1;
	r1_val=out2;
	ex_reg_we=dec_reg_we_1;
	ex_is_load=dec_is_load_1;
	ex_is_store=dec_is_store_1;
	end
	else if (one && two && dec_opcode_2==7'b1100011)begin
	stall=0;
	one=0;
	two =1;
	ex_instr=id_instr2;
	ex_opcode=dec_opcode_2;
	ex_srcreg1_num=dec_srcreg1_num_2;
    ex_srcreg2_num=dec_srcreg1_num_2;
    ex_dstreg_num=dec_dstreg_num_2;
    ex_imm=dec_imm_2;
	ex_alucode=dec_alucode_2;
	ex_aluop1_type=dec_aluop1_type_2;
	ex_aluop2_type=dec_aluop2_type_2;
    r0_val=out3;
    r1_val=out4;
	ex_reg_we=dec_reg_we_2;
	ex_is_load=dec_is_load_2;
    ex_is_store=dec_is_store_2;
	end
	else if (ex_opcode==7'b1100011)begin
	if(ex_br_taken) begin
		stall=1;
	one=1;
	two=1;
	ex_instr=id_instr1;
	ex_opcode=dec_opcode_1;
	ex_srcreg1_num=dec_srcreg1_num_1;
	ex_srcreg2_num=dec_srcreg1_num_1;
	ex_dstreg_num=dec_dstreg_num_1;
	ex_imm=dec_imm_1;
	ex_alucode=dec_alucode_1;
	ex_aluop1_type=dec_aluop1_type_1;
	ex_aluop2_type=dec_aluop2_type_1;
	r0_val=out1;
	r1_val=out2;
	ex_reg_we=dec_reg_we_1;
	ex_is_load=dec_is_load_1;
	ex_is_store=dec_is_store_1;
    end
	else begin 
	stall=1;
	one=1;
	two=1;
	ex_instr=id_instr2;
	ex_opcode=dec_opcode_2;
	ex_srcreg1_num=dec_srcreg1_num_2;
	ex_srcreg2_num=dec_srcreg1_num_2;
	ex_dstreg_num=dec_dstreg_num_2;
	ex_imm=dec_imm_2;
	ex_alucode=dec_alucode_2;
	ex_aluop1_type=dec_aluop1_type_2;
	ex_aluop2_type=dec_aluop2_type_2;
	r0_val=out3;
	r1_val=out4;
	ex_reg_we=dec_reg_we_2;
	ex_is_load=dec_is_load_2;
	ex_is_store=dec_is_store_2;
	end
	end
	else if (mem_opcode==7'b1100011)begin
	if(mem_br_taken) begin
	stall=0;
	one=0;
	two=1;
	ex_instr=id_instr1;
	ex_opcode=dec_opcode_1;
	ex_srcreg1_num=dec_srcreg1_num_1;
	ex_srcreg2_num=dec_srcreg1_num_1;
	ex_dstreg_num=dec_dstreg_num_1;
	ex_imm=dec_imm_1;
	ex_alucode=dec_alucode_1;
	ex_aluop1_type=dec_aluop1_type_1;
	ex_aluop2_type=dec_aluop2_type_1;
	r0_val=out1;
	r1_val=out2;
	ex_reg_we=dec_reg_we_1;
	ex_is_load=dec_is_load_1;
	ex_is_store=dec_is_store_1;
    end
	else begin
	stall=0;
	one=0;
	two=1;
	ex_instr=id_instr2;
	ex_opcode=dec_opcode_2;
	ex_srcreg1_num=dec_srcreg1_num_2;
	ex_srcreg2_num=dec_srcreg1_num_2;
	ex_dstreg_num=dec_dstreg_num_2;
	ex_imm=dec_imm_2;
	ex_alucode=dec_alucode_2;
	ex_aluop1_type=dec_aluop1_type_2;
	ex_aluop2_type=dec_aluop2_type_2;
	r0_val=out3;
	r1_val=out4;
	ex_reg_we=dec_reg_we_2;
	ex_is_load=dec_is_load_2;
	ex_is_store=dec_is_store_2;
	end
	end
	end
endmodule
### run.sh
#!/bin/bash
# OpenROAD 26Q1-2900-gdf79404cd8, Yosys 0.63+post, stock flow scripts
make -C /OpenROAD-flow-scripts/flow DESIGN_CONFIG=/design/flow/config.mk WORK_HOME=/design/flow/orfs finish
### constraint.sdc
current_design flow_control

set clk_period 8.9
set clk_io_pct 0.2

create_clock -name clk0 -period $clk_period [get_ports {clk}]

set non_clock_inputs [all_inputs -no_clocks]
set_input_delay [expr $clk_period * $clk_io_pct] -clock clk0 $non_clock_inputs
set_output_delay [expr $clk_period * $clk_io_pct] -clock clk0 [all_outputs]
### config.mk
export PLATFORM = sky130hd
export DESIGN_NAME = flow_control
export DESIGN_NICKNAME = flow_control
export VERILOG_FILES = /design/flow/design.v
export SDC_FILE = /design/flow/constraint.sdc
export NUM_CORES = 4
export LEC_CHECK = 1
export CORE_AREA = 10 10 274 274
export DIE_AREA = 0 0 284 284
==> impl_metrics.json <==
{
  "overflow": 0,
  "p_total_mw": 2.474,
  "core_area_mm2": 0.06883,
  "drt_iter0_drc": 949,
  "max-clock-path-buffers": 2,
  "syn_area_mm2": 0.01021,
  "clk_pin_slew_ns": 0.07,
  "drt_pre_antenna_iters": 5,
  "p_per_area_mw_per_mm2": 150.4,
  "numClockSinks": 161,
  "warning_count": 35,
  "ys_cells": 1100,
  "ys_area_mm2": 0.01021,
  "ys.flop_type": "edfxtp_1",
  "cts_tree": "built",
  "fin_area_mm2": 0.01646,
  "cts.repair.resized": 0,
  "cts_buffers": 17,
  "crit_fanout": 89,
  "layout_top_cell": "clkdlybuf4s50_1",
  "maxCapViolCount": 0,
  "rsz0062_at_grt": "false",
  "peakVddDrop_uv": 111.3,
  "setup_tns_ns": 0,
  "synth.distinct_cells": 61,
  "report.final.slew_viol_count": 0,
  "cts-root-buf": "clkbuf_16",
  "finalCritPeriodShare_pct": 58.47,
  "ys_seq_share_pct": 43.63,
  "grt_max_degree": 90,
  "cp-start-kind": "primary input",
  "drc": 0,
  "fin_cells": 2441,
  "grt_pass1_wl_um": 68470,
  "dieArea_mm2": 0.08066,
  "ys_warn_count": 1,
  "status": "complete, no violations",
  "clkLatencyLatePin_ns": 0.49,
  "power.internal_mw": 1.764,
  "wl_per_cell_um": 18.99,
  "p_leak_nw": 5.470,
  "tightest_slew_ns": 0.9152,
  "setup_viol": 0,
  "syn_area_per_cell_um2": 9.282,
  "grtUsageTotal_pct": 11.03,
  "hold_viol": 0,
  "skew_ns": 0.02253,
  "required_ns": 9.12,
  "p_seq_share_pct": 39.0,
  "die_w_um": 284,
  "place_area_mm2": 0.01587,
  "hp-class": "register to register",
  "postRouteAntennaNets": 0,
  "switchingPower_mw": 0.7101,
  "pwr-share-comb_pct": 29.4,
  "port_buffers": 490,
  "rows": 96,
  "cts_max_level": 4,
  "layout.cells.most_common_list": "489 x clkdlybuf4s50_1, 123 x nand2_1, 123 x o211ai_1, 123 x edfxtp_1",
  "endpoint_kind": "register",
  "ioPinCount": 501,
  "finalHoldWorstSlack_ns": 0.5938,
  "fmax_mhz": 192.2,
  "pwr-share-clk_pct": 31.5,
  "relSlewSlack_pct": 38.99,
  "edf_count": 123,
  "initCoreUtil_pct": 14.83,
  "gp_congestion": 0.8751,
  "drt_wl_total_um": 46360,
  "area_growth_pct": 61.19,
  "syn_inst": 1100,
  "grt_pass1_vias": 10400,
  "antenna_found_initial": 6,
  "post-place-cells": 2407,
  "switching_share_pct": 28.70,
  "postCtsSetupBuffers": 0,
  "finalWorstSetupSlack_ns": 3.696,
  "post-route-util_pct": 23.91,
  "critical_path_arrival_ns": 5.42,
  "async_reset_ff_share_pct": 0,
  "fin_crit_ns": 5.204,
  "ys_ff": 161,
  "dp_slack_ns": 3.307,
  "dpl.hpwl_um": 33090,
  "critPathKind": "primary input to register",
  "viasPerCell": 4.409,
  "layout-drive-gt1-share_pct": 4.509,
  "postCtsHoldBufs": 0,
  "die_height_um": 284,
  "n_fill_cell": 7245,
  "num_vias": 10760
}
flip-flops by register name, summed over array words and instances (netlist names), 5 cells and up:
name and flops:
ex_alucode 6, ex_dstreg_num 5, ex_imm 32, ex_instr 32, ex_opcode 7, ex_srcreg2_num 5, r0_val 32, r1_val 32
metal layers:
layer	track usage [%]	wire length, µm	up-vias
met5	0	13	-
met4	1.759	818	2
met3	3.153	3514	42
met2	17.58	21960	466
met1	15.09	20050	5154
li1	-	-	5098
critical path, stage by stage:
cell	delay (ns)
clkdlybuf4s50_1	0.45
and4bb_2	0.39
nand2_2	0.26
a211oi_4	0.65
buf_4	0.65
buf_4	0.75
or3_1	0.21
nand3_1	0.07
logic make-up after synthesis:
| group | count (synthesis) | synth area share, % |
|---|---|---|
| buffers and inverters | 142 | 6.336 |
| DFF | 161 | 43.63 |
| AOI/OAI and AO/OA | 334 | 27.51 |
| and+or+nand+nor | 463 | 22.52 |
Yosys cell counts (2+ instances only):
cell type | n | area [µm²]
o211ai_1 | 123 | 923.4
o22ai_1 | 5 | 31.28
o31ai_1 | 4 | 30.03
or3_1 | 119 | 744.5
a221o_1 | 3 | 30.03
nor2_1 | 67 | 251.5
o221a_1 | 31 | 349.1
nand3_1 | 119 | 595.6
edfxtp_1 | 123 | 3694
buf_2 | 37 | 185.2
a31oi_1 | 4 | 25.02
buf_4 | 10 | 75.07
a2bb2oi_1 | 118 | 1033
nand4_1 | 2 | 12.51
nor2b_1 | 4 | 25.02
buf_6 | 4 | 45.04
o21ai_0 | 5 | 25.02
clkbuf_1 | 78 | 292.8
nor3_1 | 10 | 50.05
a311oi_1 | 13 | 113.9
nand2_1 | 123 | 461.7
and2_1 | 3 | 18.77
a21oi_1 | 8 | 40.04
o2bb2ai_1 | 3 | 26.28
inv_1 | 6 | 22.52
buf_1 | 6 | 22.52
dfxtp_1 | 38 | 760.7
power groups by stage:
stage / sequential [mW] / clock [mW] / combinational [mW]
6_report: 0.966 / 0.780 / 0.729
4_1_cts: 0.967 / 0.818 / 0.741
5_1_grt: 0.977 / 0.837 / 0.794
final cells by class:
type | instances | area, µm² | area share [%]
sequential | 161 | 4454 | 27.07
tap | 931 | 1165 | 7.078
timing repair buffer | 511 | 5057 | 30.73
multi-input combinational | 797 | 5162 | 31.37
clock inverter | 11 | 83.83 | 0.5094
inverter | 7 | 26.28 | 0.1597
clock buffer | 21 | 503.0 | 3.056
antenna | 2 | 5.005 | 0.03041
final timing paths:
| kind | from | to | slack (ns) | cells after the start |
|---|---|---|---|---|
| min reg2reg | ex_instr[12] | ex_instr[12] | 0.59 | 3 |
| max | dec_opcode_2[4] | r1_val[4] | 3.70 | 8 |
| min | ex_instr[12] | ex_instr[12] | 0.59 | 3 |
| max reg2reg | ex_opcode[0] | r1_val[4] | 4.96 | 7 |
Power figures rest on the tool's default switching activity, not on a simulated workload.
