===== config.mk =====
export PLATFORM = sky130hd
export DESIGN_NAME = riscv_regfile
export DESIGN_NICKNAME = riscv_regfile
export VERILOG_FILES = /design/flow/design.v
export SDC_FILE = /design/flow/constraint.sdc
export NUM_CORES = 4
export LEC_CHECK = 1
export CORE_UTILIZATION = 30

===== constraint.sdc =====
current_design riscv_regfile

set clk_period 8.8
set clk_io_pct 0.2

create_clock -name clk0 -period $clk_period [get_ports {clk}]

set non_clock_inputs [all_inputs -no_clocks]
set_input_delay [expr $clk_period * $clk_io_pct] -clock clk0 $non_clock_inputs
set_output_delay [expr $clk_period * $clk_io_pct] -clock clk0 [all_outputs]

===== design.v =====
module riscv_regfile
(
    input clk,
	input wire  we,
    input wire [4:0]  rd0,
    input wire [4:0]  rd1,
	input wire [4:0] rd2,
    input wire [4:0] rd3,
    input wire [4:0] dreg_num,
    input wire [31:0] dreg_val,
    output wire[ 31:0]  r0_val,
    output wire [ 31:0]  r1_val,
	output wire[ 31:0]  r2_val,
	output wire[ 31:0]  r3_val
);
 reg [31:0] regfile [0:31]; 
 integer i;
 initial  begin
		for(i = 0; i < 32; i=i+1) begin 
			regfile[i] <= 32'h0;
			end
			end
always @(posedge clk)
	begin
        if (we) regfile[dreg_num] <= dreg_val;
    end
    assign r0_val = (rd0 == 5'd0) ? 32'd0 : regfile[rd0];
	assign r1_val = (rd1 == 5'd0) ? 32'd0 : regfile[rd1];
	assign r2_val = (rd2 == 5'd0) ? 32'd0 : regfile[rd2];
	assign r3_val = (rd3 == 5'd0) ? 32'd0 : regfile[rd3];
endmodule

===== run.sh =====
#!/bin/bash
# OpenROAD 26Q1-2900-gdf79404cd8, Yosys 0.63+post, stock flow scripts
make -C /OpenROAD-flow-scripts/flow DESIGN_CONFIG=/design/flow/config.mk WORK_HOME=/design/flow/orfs finish

==> run_results.csv <==
group,metric,value,unit
routing,drtIter0Drc,3622,
power,leakage,23.1,nW
global_routing,grt_pass1_wl,375000,um
clock_tree,cts_tree,"yes",
job,tool_warnings,26,
critical_path,required,7040,ps
cells_and_area,drive_gt1_share,32.9,%
placement,place_area,69500,um^2
critical_path,worst_setup_path_start_kind,"input pin",
final_timing,final_max_slew_viol_count,0,
synthesis,ys_chip_area,64300,um^2
power,swShare,26.5,%
job,maxCapViolations,0,
routing,via_per_inst,6.58,
critical_path,cp_max_fo,28,
final_timing,hold_viol_final,0,
final_timing,finalClockPeriodUsage,86.4,%
clock_tree,postCtsSetupBuffers,0,
synthesis,syn_inst,3895,
cells_and_area,largest_reg_flops,1024,
floorplan,fp.dieH,465,um
final_timing,fin_setup_tns,0,ps
synthesis,ys.warnings.count,1,
clock_tree,cts_num_sinks,1024,
placement,dpl.hpwl,164000,um
hold_path,hp-class,"input pin to flop",
clock_tree,cts_hold_buf,0,
critical_path,arrival,5840,ps
placement,dpl.cell_count,6685,
power,pwr-share-clk,39.7,%
synthesis,synth_dominant_cell_count,"edfxtp_1",
placement,port_buffers,186,
power,power_switching,3.25,mW
critical_path,path_common_cell,"buf_4",
critical_path,critical-path-top-delay-family,"buffers and inverters",
synthesis,synth_cell_types,36,
floorplan,die-area,216000,um^2
floorplan,num_rows,169,
critical_path,cp-end-kind,"output port",
final_timing,rsz0062_at_grt,"no",
critical_path,crit_chain,"buf_2 > buf_4 > and2_2 > buf_4 > a22oi_1 > a311oi_1 > clkdlybuf4s50_1",
routing,routedWlPerCell,39.0,um
critical_path,crit_slowest_cell,"and2_2",
power,p_per_area,167,nW/um^2
hold_path,hold_end,"regfile[8][25]$_DFFE_PP_",
placement,dp_slack,1330,ps
routing,first_pass_iters,23,
cells_and_area,final_area,73300,um^2
power,cellInternalPower,9.02,mW
synthesis,syn_avg_cell_area,16.5,um^2
synthesis,yosys_cells,3895,
cells_and_area,fin_cells,6908,
power,ir_worst_vdd,0.180,mV
global_routing,grt_overflow,0,
synthesis,area_leaders,"edfxtp_1, mux4_2, mux2i_1, mux4_1, mux2_2",
floorplan,core_area,213000,um^2
final_timing,setup_viol,0,
synthesis,yosys_register_bits,1024,
critical_path,critical_path_buf_inv_count,4,
synthesis,syn_area,64300,um^2
routing,vias,45500,
synthesis,synthTopCellsByCount,"edfxtp_1, mux4_2, mux2i_1",
floorplan,fp-utilization,30.2,%
placement,gp_congestion,0.975,
final_timing,fmax,132,MHz
floorplan,pin_count,187,
routing,route.detailed.drc,0,
clock_tree,clk_root_buffer_cell,"clkbuf_16",
global_routing,grt_max_degree,83,
critical_path,cp_num_cells,7,
critical_path,slowest_delay,880,ps
synthesis,seq_area_frac_synth,47.8,%
global_routing,grt.total_usage,26.4,%
routing,drt.antenna.violating_nets,0,
clock_tree,clockBufferDepth,3,
floorplan,fp.dieW,465,um
cells_and_area,reg_top3,"regfile: 1024 flops",
synthesis,synth-edff-count,1024,
clock_tree,cts_buffers,112,
critical_path,critPathKind,"input pin to output port",
synthesis,top_area_share,47.8,%
power,p_comb_share,15.7,%
hold_path,hp-start,"dreg_val[25]",
synthesis,ff_type,"edfxtp_1",
clock_tree,clk_pin_slew,60,ps
clock_tree,cts_resized,0,
final_timing,whs,1810,ps
routing,routed_wl,270000,um
synthesis,top_area_cell,"edfxtp_1",
final_timing,worst_pin_slew,1160,ps
status,status,"complete, no violations",
clock_tree,cts-htree-levels,3,
global_routing,grt_pass1_vias,48900,
final_timing,setup_ws,1200,ps
final_timing,maxSlewHeadroom,21.9,%
global_routing,antenna_found_initial,15,
hold_path,whs_path_depth,2,
cells_and_area,area.growth.synth_to_final,14.0,%
power,power_frac_seq,44.6,%
synthesis,async_flop_share,0,%
final_timing,finalCriticalPeriod,7600,ps
cells_and_area,top_register,"regfile",
==> area by class of cell <==
cell class                      instances  area [um^2]
Fill cell                           19900       139000
Multi-Input combinational cell       2444        31700
Clock inverter                         78          815
Tap cell                             2821         3530
Antenna cell                           12         30.0
Clock buffer                          133         2900
Sequential cell                      1024        30700
Inverter                                4         22.5
Timing Repair Buffer                  392         3570
==> cells by family after synthesis <==
kind of cell    count (synthesis)  share of synthesized area, %
flops                        1024                          47.8
simple gates                  324                          2.58
mux                          1376                          37.6
compound gates                744                          8.52
buf+inv                       427                          3.47
==> per-stage QoR <==
| stage | power (mW) | utilization, % |
|---|---|---|
| 2_1_floorplan | 6.61 | - |
| 3_3_place_gp | 7.46 | 32.7 |
| 3_5_place_dp | 7.46 | 32.7 |
| 4_1_cts | 12.3 | 34.5 |
| 5_1_grt | 12.6 | 34.5 |
| 6_report | 12.3 | 34.5 |
==> layout by cell type (no fill, tap or decap), types with 15 or more instances in the layout <==
cell type | synthesis | layout
nor2b_1 | 105 | 96
bufinv_16 | 0 | 15
nand2_1 | 114 | 114
clkinv_2 | 0 | 22
a221oi_1 | 99 | 99
mux4_2 | 745 | 745
clkbuf_1 | 177 | 20
clkbuf_16 | 0 | 113
a21oi_1 | 32 | 32
nor2_4 | 0 | 37
o221ai_1 | 64 | 64
mux2i_1 | 448 | 448
mux2_2 | 128 | 128
nand4_1 | 32 | 32
o21ai_0 | 144 | 144
clkdlybuf4s50_1 | 0 | 166
buf_4 | 84 | 195
mux4_1 | 55 | 55
a311oi_1 | 96 | 96
edfxtp_1 | 1024 | 1024
a22oi_1 | 128 | 128
a211oi_1 | 128 | 128
clkinv_1 | 0 | 25
o21ai_1 | 24 | 24
o2111ai_1 | 24 | 24
==> power by group through the flow <==
stage	sequential, mW	clock, mW	combinational, mW
finish	5.48	4.87	1.92
global route	5.48	5.08	2.01
CTS	5.48	4.91	1.89
==> metal layers <==
metal | wire [um] | track usage (%) | vias to the layer above
li1 | - | - | 17400
met1 | 78100 | 25.6 | 22800
met2 | 118000 | 36.9 | 4322
met3 | 56300 | 24.8 | 907
met4 | 16900 | 13.1 | 22
met5 | 433 | 2.07 | -
==> how the worst max path moves through the flow <==
stage | to | startpoint | slack [ps]
4_1_cts | r2_val[30] | rd2[3] | 1310
5_1_grt | r1_val[30] | rd1[3] | 1170
6_report | r1_val[30] | rd1[3] | 1200
No activity file was given, so power comes from the tool's default toggle rates.
