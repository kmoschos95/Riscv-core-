**flow/run.sh**
```bash
#!/bin/bash
# OpenROAD 26Q1-2900-gdf79404cd8, Yosys 0.63+post, stock flow scripts
make -C /OpenROAD-flow-scripts/flow DESIGN_CONFIG=/design/flow/config.mk WORK_HOME=/design/flow/orfs finish
```
**flow/config.mk**
```make
export PLATFORM = sky130hd
export DESIGN_NAME = mem_access
export DESIGN_NICKNAME = mem_access
export VERILOG_FILES = /design/flow/design.v
export SDC_FILE = /design/flow/constraint.sdc
export NUM_CORES = 4
export LEC_CHECK = 1
export CORE_UTILIZATION = 30
export SYNTH_MEMORY_MAX_BITS = 65536
```
**flow/constraint.sdc**
```tcl
current_design mem_access

set clk_period 266.4
set clk_io_pct 0.2

create_clock -name clk0 -period $clk_period [get_ports {clk}]

set non_clock_inputs [all_inputs -no_clocks]
set_input_delay [expr $clk_period * $clk_io_pct] -clock clk0 $non_clock_inputs
set_output_delay [expr $clk_period * $clk_io_pct] -clock clk0 [all_outputs]
```
**flow/design.v**
```verilog
`timescale 1ns / 1ps
module dmem #(parameter byte_num = 2'b00) (
    input wire clk,
    input wire we,
    input wire [31:0] addr,
    input wire [7:0] wr_data,
    output wire [7:0] rd_data
);
    reg [7:0] mem [0:150];   
    reg [13:0] addr_sync;   
    always @(posedge clk) begin
        if (we) mem[addr[15:2]] <= wr_data;   
        addr_sync <= addr[15:2];   
    end
    assign rd_data = mem[addr[15:2]];
endmodule
`timescale 1ns / 1ps
module mem_access(
input clk,
input rst,
input [31:0]ex_instr,
input [4:0] ex_srcreg1_num,
input [4:0] ex_srcreg2_num,
input [4:0] ex_dstreg_num,
input [5:0]ex_alucode,
input [1:0]ex_aluop1_type,
input [1:0]ex_aluop2_type,
input ex_reg_we,
input ex_is_load,
input ex_is_store,
input [31:0]ex_PC,
input [31:0]ex_alu_result,
input [31:0] ex_store_value,
input [31:0]gpi_value,
input [31:0]gpo_value,
input [7:0] uart_rd_data,
input  [31:0] hc_value,
input ex_br_taken,
input [6:0] ex_opcode,
output reg 	[31:0]mem_instr,
output reg	[4:0]mem_srcreg1_num,
output reg  [4:0]mem_srcreg2_num,
output reg  [4:0]mem_dstreg_num,
output reg  [5:0]mem_alucode,
output reg  [1:0]mem_aluop1_type,
output reg  [1:0]mem_aluop2_type,
output reg      mem_reg_we,
output reg      mem_is_store,
output reg	[31:0]mem_PC,
output reg	[31:0]mem_alu_result,
output  [31:0] mem_load_value, 
output reg      mem_is_load,
output reg mem_br_taken,
output reg [6:0] mem_opcode
    );
	wire [31:0] mem_dmem_addr;
	reg [31:0]  mem_store_value;
    wire [3:0] dmem_we;
    wire [7:0] dmem_wr_data [3:0]; 
    wire [7:0] dmem_rd_data [3:0];
	wire[31:0] uart_value;
	   assign uart_value = {24'd0, uart_rd_data};
always @(posedge clk)
begin
mem_instr<=ex_instr;
mem_srcreg1_num<=ex_srcreg1_num;
mem_srcreg2_num<=ex_srcreg2_num;
mem_dstreg_num<=ex_dstreg_num;
mem_alucode<=ex_alucode;
mem_aluop1_type<=ex_aluop1_type;
mem_aluop2_type<=ex_aluop2_type;
mem_reg_we<=ex_reg_we;
mem_is_load<=ex_is_load;
mem_is_store<=ex_is_store;
mem_PC<=ex_PC;
mem_alu_result<=ex_alu_result;
mem_store_value <=ex_store_value;
mem_br_taken<=ex_br_taken;
mem_opcode<=ex_opcode;
end
assign mem_dmem_addr = mem_alu_result ;
function [3:0] dmem_we_sel(
        input is_store,
        input [5:0] alucode,
        input [1:0] alu_result
    );
        begin
            if (is_store) begin
                case (alucode)
                    6'd16: dmem_we_sel = 4'b1111;
                    6'd15: begin
                        case (alu_result)
                            2'b00: dmem_we_sel = 4'b0011;
                            2'b01: dmem_we_sel = 4'b0110;
                            2'b10: dmem_we_sel = 4'b1100;
                            default: dmem_we_sel = 4'b0000;
                        endcase
                    end
                    6'd14: begin
                        case (alu_result)
                            2'b00: dmem_we_sel = 4'b0001;
                            2'b01: dmem_we_sel = 4'b0010;
                            2'b10: dmem_we_sel = 4'b0100;
                            2'b11: dmem_we_sel = 4'b1000;
                        endcase
                    end                    
                    default: dmem_we_sel = 4'b0000;
                endcase
            end else begin
                dmem_we_sel = 4'b0000;
            end
        end
    endfunction
	function [31:0] dmem_wr_data_sel(
        input is_store,
        input [5:0] alucode,
        input [1:0] alu_result,
        input [31:0] store_value
    );
        begin
            if (is_store) begin
                case (alucode)
                    6'd16: dmem_wr_data_sel = store_value;
                    6'd15: begin
                        case (alu_result)
                            2'b00: dmem_wr_data_sel = {16'd0, store_value[15:0]};
                            2'b01: dmem_wr_data_sel = {8'd0, store_value[15:0], 8'd0};
                            2'b10: dmem_wr_data_sel = {store_value[15:0], 16'd0};
                            default: dmem_wr_data_sel = {16'd0, store_value[15:0]};
                        endcase
                    end
                    6'd14: begin
                        case (alu_result)
                            2'b00: dmem_wr_data_sel = {24'd0, store_value[7:0]};
                            2'b01: dmem_wr_data_sel = {16'd0, store_value[7:0], 8'd0};
                            2'b10: dmem_wr_data_sel = {8'd0, store_value[7:0], 16'd0};
                            2'b11: dmem_wr_data_sel = {store_value[7:0], 24'd0};
                        endcase
                    end                    
                    default: dmem_wr_data_sel = store_value;
                endcase
            end else begin
                dmem_wr_data_sel = 32'd0;
            end
        end
    endfunction
    assign dmem_we = (mem_dmem_addr <= 32'h10000) ? dmem_we_sel(mem_is_store, mem_alucode, mem_alu_result[1:0]) : 4'd0;
    assign {dmem_wr_data[3], dmem_wr_data[2], dmem_wr_data[1], dmem_wr_data[0]} = dmem_wr_data_sel(mem_is_store, mem_alucode, mem_alu_result[1:0], mem_store_value);
dmem #(.byte_num(2'b00)) dmem_0 (
        .clk(clk),
        .we(dmem_we[0]),
        .addr(mem_dmem_addr),
        .wr_data(dmem_wr_data[0]),
        .rd_data(dmem_rd_data[0])
    );
    dmem #(.byte_num(2'b01)) dmem_1 (
        .clk(clk),
        .we(dmem_we[1]),
        .addr(mem_dmem_addr),
        .wr_data(dmem_wr_data[1]),
        .rd_data(dmem_rd_data[1])
    );
    dmem #(.byte_num(2'b10)) dmem_2 (
        .clk(clk),
        .we(dmem_we[2]),
        .addr(mem_dmem_addr),
        .wr_data(dmem_wr_data[2]),
        .rd_data(dmem_rd_data[2])
    );
    dmem #(.byte_num(2'b11)) dmem_3 (
        .clk(clk),
        .we(dmem_we[3]),
        .addr(mem_dmem_addr),
        .wr_data(dmem_wr_data[3]),
        .rd_data(dmem_rd_data[3])
    );	
	function [31:0] load_value_sel(
        input is_load,
        input [5:0] alucode,
        input [31:0] alu_result,
        input [7:0] dmem_rd_data_0, dmem_rd_data_1, dmem_rd_data_2, dmem_rd_data_3,
        input [31:0] gpi_value,
        input [31:0] gpo_value,
		 input [31:0] uart_value,
		 input [31:0] hc_value
    );
        begin
            if (is_load) begin
                case (alucode)
                    6'd11: begin
					 if (alu_result == 32'h20010) begin
                            load_value_sel = hc_value;
                        end else if (alu_result == 32'h20030) begin
                            load_value_sel = uart_value;
                       end else if (alu_result == 32'h20040) begin
                            load_value_sel = gpi_value;
                        end else if (alu_result == 32'h20050) begin
                            load_value_sel = gpo_value;
                        end else begin
                            load_value_sel = {dmem_rd_data_3, dmem_rd_data_2, dmem_rd_data_1, dmem_rd_data_0};
                        end
                    end
                    6'd10: begin
                        case (alu_result[1:0])
                            2'b00: load_value_sel = {{16{dmem_rd_data_1[7]}}, dmem_rd_data_1, dmem_rd_data_0};
                            2'b01: load_value_sel = {{16{dmem_rd_data_2[7]}}, dmem_rd_data_2, dmem_rd_data_1};
                            2'b10: load_value_sel = {{16{dmem_rd_data_3[7]}}, dmem_rd_data_3, dmem_rd_data_2};
                            default: load_value_sel = {{16{dmem_rd_data_1[7]}}, dmem_rd_data_1, dmem_rd_data_0};
                        endcase
                    end
                    6'd9: begin
                        case (alu_result[1:0])
                            2'b00: load_value_sel = {{24{dmem_rd_data_0[7]}}, dmem_rd_data_0};
                            2'b01: load_value_sel = {{24{dmem_rd_data_1[7]}}, dmem_rd_data_1};
                            2'b10: load_value_sel = {{24{dmem_rd_data_2[7]}}, dmem_rd_data_2};
                            2'b11: load_value_sel = {{24{dmem_rd_data_3[7]}}, dmem_rd_data_3};
                        endcase
                    end
                    6'd13: begin
                        case (alu_result[1:0])
                            2'b00: load_value_sel = {16'd0, dmem_rd_data_1, dmem_rd_data_0};
                            2'b01: load_value_sel = {16'd0, dmem_rd_data_2, dmem_rd_data_1};
                            2'b10: load_value_sel = {16'd0, dmem_rd_data_3, dmem_rd_data_2};
                            default: load_value_sel = {16'd0, dmem_rd_data_1, dmem_rd_data_0};
                        endcase
                    end
                    6'd12: begin
                        case (alu_result[1:0])
                            2'b00: load_value_sel = {24'd0, dmem_rd_data_0};
                            2'b01: load_value_sel = {24'd0, dmem_rd_data_1};
                            2'b10: load_value_sel = {24'd0, dmem_rd_data_2};
                            2'b11: load_value_sel = {24'd0, dmem_rd_data_3};
                        endcase
                    end 
                    default: load_value_sel = {dmem_rd_data_3, dmem_rd_data_2, dmem_rd_data_1, dmem_rd_data_0};
                endcase
            end else begin
                load_value_sel = 32'd0;
            end
        end
    endfunction
    assign mem_load_value = load_value_sel(mem_is_load, mem_alucode, mem_alu_result, dmem_rd_data[0],
                                          dmem_rd_data[1], dmem_rd_data[2], dmem_rd_data[3],  gpi_value, gpo_value,uart_value , hc_value);
endmodule
```
==> reports/notes.md <==
Critical path
• **ordered list of cells on the worst path** clkdlybuf4s50_1 > nand3_1 > nand3_1 > a22oi_1 > o21ai_0 > o21a_1 > o22ai_1 > nand2_1 > and3_1 > clkdlybuf4s50_1
• **crit path capture type** primary output
• **endpoint arrival time on the critical path** 56.04 ns
• **Critical Path RT** 213.12 ns
• **maximum net fanout on the critical path** 3
• **delay contributed by the slowest stage of the critical path** 0.75 ns
• **crit path launch type** input pin
• **setup slack of the most critical reg-to-reg path** 259.37 ns
• **worst setup path category** in2out
• **crit path max-delay cell type** sky130_fd_sc_hd__clkdlybuf4s50_1

Clock tree
• **H-tree depth** 6
• **number of buffers added to fix hold violations after cts** 0
• **number of setup buffers added after CTS** 0
• **number of cells upsized or downsized after cts** 0
• **root buffer cell** sky130_fd_sc_hd__clkbuf_16
• **maximum buffer depth of the clock tree** 4
• **clock tree from TritonCTS** yes
• **clock input transition at the sequential cells of the worst setup and hold paths** 0.06 ns
• **sink count of the clock tree** 4,996
• **TritonCTS Buffers** 540
• **Skew-Pair Late Insertion Delay** 1.09 ns

Global routing
• **number of global-route vias before repair** 107,000
• **gr usage total** 20.15%
• **pin count of the biggest net entering global routing** 132
• **total congestion overflow after global routing** 0
• **number of antenna violations at the first check in global routing** 50
• **wire length of the first global-routing pass** 842,300 um

Final timing
• **Worst slew margin** 12.26%
• **max-slew violation count** 0
• **shortest clock period the worst path allows after layout** 109.32 ns
• **unrepaired setup endpoints after global routing** no
• **Final Cycle Share** 41.04%
• **setup clock skew after layout** 0.05832 ns
• **sum of negative setup slack** 0 ns
• **final hold viol count** 0
• **Max Fclk** 9.147 MHz
• **Worst Tran Pin Value** 1.311 ns
• **final-report setup violation count** 0

Routing
• **count of TritonRoute iterations in the first routing pass** 7
• **WL/cell** 31.48 um
• **ANT nets after route** 0
• **via count** 99,250
• **number of DRC violations after detailed-routing iteration 0** 7,817
• **final wirelength** 611,700 um
• **DRC violations left** 0
• **vias per cell** 5.107

Synthesis
• **number of synthesized register bits** 4,996
• **total cells reported by yosys after synthesis** 9,165
• **post-synthesis instance area** 0.1937 mm2
• **Synth Seq Share** 76.62%
• **Dominant flop cell** sky130_fd_sc_hd__edfxtp_1
• **fraction of registers with async set/reset** 0%
• **Top cells by area** sky130_fd_sc_hd__edfxtp_1 (75%), sky130_fd_sc_hd__mux4_2 (15%), sky130_fd_sc_hd__dfxtp_1 (1.7%), sky130_fd_sc_hd__nor2_1 (1.4%), sky130_fd_sc_hd__mux2i_1 (1.3%)
• **cell accounting for the most synthesized area** sky130_fd_sc_hd__edfxtp_1
• **share of the synthesized area in the top cell type** 74.92%
• **average cell area after synthesis** 21.13 um2
• **synth warn** 5
• **number of instances in the synthesized netlist** 9,165
• **unique cell type count in the Yosys netlist** 84
• **flip-flops with a built-in enable** 4,832
• **chip area in the Yosys report** 0.1937 mm2

Die
• **number of rows created at floorplan** 294
• **Ports** 434
• **initial standard-cell utilization of the core** 30.17%
• **Die Footprint** 0.6488 mm2
• **core area** 0.6419 mm2
• **overall die height** 805.5 um
• **die boundary width** 805.5 um

Power and ir drop
• **Max VDD drop** 0.000007997 V
• **power share of the clock group** 43.4%
• **reported leakage power** 64.96 nW
• **Sw Ratio** 22.61%
• **Int Pwr** 1.303 mW
• **Pwr Total** 1.684 mW
• **power density of the placed cells** 7.342 mW/mm2
• **switching power summed over all nets** 0.3806 mW
• **portion of total power attributed to sequential cells** 51.3%
• **share of total power in combinational logic** 5.3%

Place
• **gpl congestion** 0.9727
• **number of port buffers** 432
• **Detail Placement HPWL** 413,900 um

Flow run
• **count of maximum capacitance violations** 0
• **number of warnings the tools reported** 41

Hold path
• **path class of the lowest-slack min-delay path** reg2reg

Finish
• **Area Overhead vs Synth** 18.40%
• **share of post-route cells with drive strength above 1** 26.77%
• **Top cell excl fill/tap** sky130_fd_sc_hd__edfxtp_1
• **FILL cells** 58,230
• **most numerous logic cells after layout** sky130_fd_sc_hd__edfxtp_1 (4,832), sky130_fd_sc_hd__mux4_2 (1,292), sky130_fd_sc_hd__buf_4 (723), sky130_fd_sc_hd__nor2_1 (713), sky130_fd_sc_hd__clkbuf_16 (547)

Run status
• **run status** finished, final reports clean

[power by group through the flow]
stage     Sequential (mW)  Combinational (mW)  Clock, mW
6_report            0.864              0.0894      0.730
5_1_grt             0.864              0.0943      0.772
4_1_cts             0.864              0.0882      0.743
[final cells by class]
| type | count | area, um2 | share of cell area (%) |
|---|---|---|---|
| sequential | 4996 | 148400 | 64.72 |
| multi-input combinational | 3615 | 42710 | 18.62 |
| clock buffer | 665 | 14130 | 6.162 |
| tap | 8584 | 10740 | 4.684 |
| timing repair buffer | 1168 | 10010 | 4.366 |
| clock inverter | 295 | 3000 | 1.308 |
| antenna | 94 | 235.2 | 0.1026 |
| inverter | 15 | 71.32 | 0.03110 |
[critical path: cells and delay by family]
kind / cells / cell delay, ns
buffers and inverters: 2 / 1.24
AOI/OAI and AO/OA: 4 / 0.65
and+or+nand+nor: 4 / 0.83
[synthesized netlist by cell type, types with 5 or more instances]
| cell type | count |
|---|---|
| sky130_fd_sc_hd__ha_1 | 7 |
| sky130_fd_sc_hd__o2111ai_1 | 5 |
| sky130_fd_sc_hd__o21ai_0 | 108 |
| sky130_fd_sc_hd__buf_1 | 26 |
| sky130_fd_sc_hd__a21oi_1 | 100 |
| sky130_fd_sc_hd__mux4_2 | 1292 |
| sky130_fd_sc_hd__a222oi_1 | 21 |
| sky130_fd_sc_hd__nor3_2 | 5 |
| sky130_fd_sc_hd__edfxtp_1 | 4832 |
| sky130_fd_sc_hd__buf_4 | 88 |
| sky130_fd_sc_hd__a221o_1 | 6 |
| sky130_fd_sc_hd__a211oi_1 | 33 |
| sky130_fd_sc_hd__mux2i_1 | 256 |
| sky130_fd_sc_hd__inv_1 | 11 |
| sky130_fd_sc_hd__a221oi_1 | 16 |
| sky130_fd_sc_hd__a32oi_1 | 15 |
| sky130_fd_sc_hd__a22oi_1 | 144 |
| sky130_fd_sc_hd__nor2_1 | 723 |
| sky130_fd_sc_hd__o211ai_1 | 30 |
| sky130_fd_sc_hd__or4_1 | 7 |
| sky130_fd_sc_hd__buf_2 | 146 |
| sky130_fd_sc_hd__o221ai_1 | 7 |
| sky130_fd_sc_hd__and3_1 | 14 |
| sky130_fd_sc_hd__o22ai_1 | 40 |
| sky130_fd_sc_hd__dfxtp_1 | 164 |
| sky130_fd_sc_hd__a211o_1 | 8 |
| sky130_fd_sc_hd__nand4_1 | 26 |
| sky130_fd_sc_hd__clkbuf_1 | 215 |
| sky130_fd_sc_hd__nor4_1 | 10 |
| sky130_fd_sc_hd__or3_1 | 7 |
| sky130_fd_sc_hd__o21ai_1 | 5 |
| sky130_fd_sc_hd__buf_8 | 7 |
| sky130_fd_sc_hd__buf_6 | 56 |
| sky130_fd_sc_hd__a22o_1 | 22 |
| sky130_fd_sc_hd__a31oi_1 | 24 |
| sky130_fd_sc_hd__nand3_1 | 69 |
| sky130_fd_sc_hd__nand2b_1 | 9 |
| sky130_fd_sc_hd__nor3_1 | 33 |
| sky130_fd_sc_hd__and2_1 | 19 |
| sky130_fd_sc_hd__nor2b_1 | 33 |
| sky130_fd_sc_hd__o31ai_1 | 5 |
| sky130_fd_sc_hd__nand2_1 | 446 |
[metrics by stage]
step / area [um2] / util [%] / setup WS, ns / instances / hold WS, ns
6_report: 229300 / 35.72 / 157.08 / 19430 / 0.8988
5_1_grt: 229200 / 35.70 / 156.93 / 19380 / 0.9423
4_1_cts: 229100 / 35.69 / 156.96 / 19340 / 0.8982
3_5_place_dp: 211900 / 33.02 / 156.97 / 18380 / 0.9010
3_3_place_gp: 211900 / 33.02 / 156.92 / 18380 / 0.9037
2_1_floorplan: 193700 / - / 158.75 / 9165 / 1.117
[registers in the layout, summed over array words and instances (netlist names), 6 cells and up]
register	count
dmem_1.mem	1208
mem_store_value	32
mem_alucode	6
mem_alu_result	32
mem_opcode	7
dmem_2.mem	1208
dmem_3.mem	1208
dmem_0.mem	1208
mem_PC	32
mem_instr	32
[logic make-up after synthesis]
logic type	Yosys count	share of synthesized area, %
flip-flops	4996	76.62
multiplexers	1555	16.41
AND/OR/NAND/NOR	1421	3.060
AND-OR/OR-AND	631	2.257
buffers and inverters	554	1.605
adder cells (fa/ha/maj)	7	0.04522
XOR/XNOR	1	0.004523
[worst paths after layout]
path / startpoint / endpoint / depth (start not counted)
setup / recovery: uart_rd_data[2] / mem_load_value[2] / 10
hold / removal: mem_store_value[5] / dmem_0.mem[133][5] / 1
setup reg to reg: mem_alu_result[2] / dmem_3.mem[95][2] / 14
hold reg to reg: mem_store_value[5] / dmem_0.mem[133][5] / 1
[layer usage]
metal | track usage [%] | wire length, um
met4 | 7.963 | 30800
met3 | 19.57 | 133300
met1 | 19.84 | 177100
met5 | 6.942 | 5533
met2 | 27.87 | 265000
No activity file was given, so power comes from the tool's default toggle rates.
